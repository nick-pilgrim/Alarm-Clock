<file path="design/flow/run.sh">
#!/bin/bash
# OpenROAD 26Q1-2900-gdf79404cd8, Yosys 0.63+post, stock flow scripts
make -C /OpenROAD-flow-scripts/flow DESIGN_CONFIG=/design/flow/config.mk WORK_HOME=/design/flow/orfs finish
</file>
<file path="design/flow/design.v">
module alarm_clock(input clk_2Hz, reset, time_set, alarm_set, sthrs1min0, run,
	activate_alarm, alarm_reset, output logic [7:0] sec, min, hrs, sec_alarm,
	min_alarm, hrs_alarm, output logic alarm);
logic clk_Hz_c, clk_Hz_a, clk_1Hz, reset_, run_c, run_a, sthrs1min0_, clk_2to1;  
fdivby2 #(1) f2(clk_2to1, reset_, clk_1Hz);
timer clockt(clk_Hz_c, reset_, run_c, time_set, sthrs1min0_, sec, min, hrs);  
timer alarmt(clk_Hz_a, reset_, run_a, alarm_set, sthrs1min0_, sec_alarm, min_alarm, hrs_alarm);  
always_comb begin
	clk_2to1 = clk_2Hz;
	clk_Hz_c = clk_1Hz;
	clk_Hz_a = 1'b0;
	reset_ = reset;
	run_c = run; 
	run_a = 1'b0;  
	if(alarm_set == 1'b1) begin  
		clk_Hz_a = clk_2Hz;
		clk_Hz_c = 1'b0;
		run_c = 1'b0;
	end
	else if(time_set == 1'b1)begin  
		clk_Hz_a = 1'b0;	
		clk_Hz_c = clk_2Hz;
		run_c = 1'b0;
	end
	sthrs1min0_ = sthrs1min0;
end
D_ff D1((min==min_alarm)&&(hrs==hrs_alarm), reset|alarm_reset, activate_alarm, 1'b1, alarm);  
endmodule 
module timer(input clk_Hz, reset, run, set, hrs1_min0, output [7:0] Seconds, Minutes, Hours);
logic clk_sec, clk_min, clk_hr, enable_Sec, enable_Min, enable_Hrs, Min_in, Hr_in, Days_in;  
logic [7:0] fiftynine, twentythree;
assign fiftynine = 8'd59;
assign twentythree = 8'd23;
clocktime secclock(clk_sec, enable_Sec, reset, fiftynine, Seconds, Min_in); 
clocktime minclock(clk_min, enable_Min, reset, fiftynine, Minutes, Hr_in); 
clocktime hrclock(clk_hr, enable_Hrs, reset, twentythree, Hours, Days_in);
always_comb begin
	clk_sec = clk_Hz;
	clk_min = Min_in;
	clk_hr = Hr_in;
	enable_Sec = 1'b0; enable_Min=1'b0; enable_Hrs=1'b0;
	if(run) begin  
		clk_sec = clk_Hz;
		clk_min = Min_in;
		clk_hr = Hr_in;
		enable_Sec = 1'b1; enable_Min=1'b1; enable_Hrs=1'b1; 
	end
	else if(set) begin  
		if(hrs1_min0) begin
			clk_sec = 1'b0; enable_Sec = 1'b0; enable_Min=1'b0; enable_Hrs=1'b1;  
			clk_hr = clk_Hz;
			clk_min = 1'b0;  
			end
		else begin
			clk_sec = 1'b0; enable_Sec = 1'b0; enable_Min=1'b1; enable_Hrs=1'b0;  
			clk_hr = 1'b0;  
			clk_min = clk_Hz;
			end
		end
	end
endmodule
module clocktime(input clk, enable, reset, input [7:0] Maxval, output logic [7:0] Count, output logic clkout);  
localparam Zero = 8'd0, One = 8'd1, zero = 1'b0, one = 1'b1;  
always_ff @ (posedge clk or posedge reset) begin
	if(reset) begin
		Count <= Zero;
		clkout <= zero;
	end
	else if(enable)
		if(Count<Maxval) begin
			Count <= Count + One;
			clkout <= zero;
		end
		else begin
			Count <= Zero;
			clkout <= one;
		end
	end
endmodule
module D_ff (input clk, Reset, Enable, D, output reg Q);  
always_ff@ (posedge clk or posedge Reset)
	if(Reset)
		Q <= 1'b0;
	else if(Enable)
		Q <= D;
endmodule
module fdivby2 #(parameter size = 7) (input clk, reset, output logic clkout);  
always_ff @ (posedge clk or posedge reset)
	if(reset)
		clkout <= 1'b0;
	else
		clkout <= ~clkout;
endmodule
module pmcntr #(parameter size = 5) (input clk, reset, input [size-1:0] count_max,  
	output logic [size-1:0] count, output logic clkout);
always_ff @ (posedge clk or posedge reset) begin
	if(reset) begin
		count <= {size{1'b0}};
		clkout <= 1'b0;
	end
	else if (count < count_max) begin
		count <= count + {{(size-1){1'b0}}, 1'b1};
	end
	else begin
		count <= {size{1'b0}};
		clkout <= ~clkout;
	end
end
endmodule
`timescale 1ns/1ps
module alarm_clock_tb();  
logic clk_2Hz, reset, sethrs1min0,activatealarm, alarmreset, runset, time_set, alarm_set, alarm;
logic [7:0] sec, min, hrs, sec_alarm, min_alarm, hrs_alarm;
alarm_clock a1(clk_2Hz, reset, time_set, alarm_set, sethrs1min0, runset, activatealarm, alarmreset, sec, min, hrs,sec_alarm, min_alarm, hrs_alarm, alarm);
initial begin
	reset = 1; clk_2Hz = 0; #10;
	reset = 0; clk_2Hz = 0; #10;
	time_set = 0; alarm_set = 0; sethrs1min0 = 0;  activatealarm = 0; runset = 0; alarmreset = 1;
	alarm_set = 1;
	sethrs1min0 = 0;
	repeat(22) begin  
		clk_2Hz = 1; #10 clk_2Hz = 0; #10;
	end
	sethrs1min0 = 1;
	repeat(7) begin  
		clk_2Hz = 1; #10 clk_2Hz = 0; #10;
	end
	alarm_set = 0; time_set = 1;
	sethrs1min0 = 0;
	repeat(21) begin  
		clk_2Hz = 1; #10 clk_2Hz = 0; #10;
	end
	sethrs1min0 = 1;
	repeat(7) begin  
		clk_2Hz = 1; #10 clk_2Hz = 0; #10;
	end
	time_set = 0; alarmreset = 0;
	clk_2Hz = 1; #10; 
	clk_2Hz = 0; #10;
	runset = 1; activatealarm = 1;
	repeat(120) begin
		clk_2Hz = 1; #10;
		clk_2Hz = 0; #10;
	end
	alarmreset = 1; clk_2Hz = 1; #10;
	clk_2Hz = 0; #10;
	clk_2Hz = 1; #10;
	clk_2Hz = 0; #10;
end
endmodule
module find_msb_lsb(input [7:0] T, output [7:0] msb, lsb);  
assign msb = T/8'd10;
assign lsb = T - msb*8'd10;
endmodule
module alarm_clock_pv(input clk, SW5, SW4,SW3,SW2,SW1,SW0, KEY1,KEY0,
	output logic [6:0] SEC_LSD, SEC_MSD, MIN_LSD,
	MIN_MSD, HR_LSD, HR_MSD,
	output logic LED7, LED5, LED4,LED3,LED2,LED1,LED0);
logic s0, s1, s2, s3,s4, s5, clk_, clk_2Hz, clk_2Hz_;  
logic [7:0] sec, min, hrs,sec_alarm, min_alarm, hrs_alarm;  
logic [7:0] sec_c, min_c, hrs_c, sec_a, min_a, hrs_a;   
logic [7:0] sec_c_msb, sec_c_lsb, min_c_msb, min_c_lsb, hrs_c_msb, hrs_c_lsb;   
logic [7:0] sec_a_msb, sec_a_lsb, min_a_msb, min_a_lsb, hrs_a_msb, hrs_a_lsb;  
logic alarm, button0;  
logic [22:0] count;  
logic [7:0] display [5:0];  
find_msb_lsb sec_cl(sec_c, sec_c_msb, sec_c_lsb);  
find_msb_lsb min_cl(min_c, min_c_msb, min_c_lsb);  
find_msb_lsb hrs_cl(hrs_c, hrs_c_msb, hrs_c_lsb);  
find_msb_lsb sec_al(sec_a, sec_a_msb, sec_a_lsb);  
find_msb_lsb min_al(min_a, min_a_msb, min_a_lsb);  
find_msb_lsb hrs_al(hrs_a, hrs_a_msb, hrs_a_lsb);  
pmcntr #(23) p1 (clk_, s1, 23'd5000000, count, clk_2Hz_);
alarm_clock a1(clk_2Hz, s0, s2, s1, s3, s5, s4, button0, sec, min, hrs,sec_alarm, min_alarm, hrs_alarm, alarm);  
ASCII_D d5(display[5], HR_MSD); 
ASCII_D d4(display[4], HR_LSD);
ASCII_D d3(display[3], MIN_MSD);
ASCII_D d2(display[2], MIN_LSD);
ASCII_D d1(display[1], SEC_MSD);
ASCII_D d0(display[0], SEC_LSD);
always_ff @(posedge clk_2Hz) begin
	display[5] = hrs_c_msb;  
	display[4] = hrs_c_lsb;
	display[3] = min_c_msb;
	display[2] = min_c_lsb;
	display[1] = sec_c_msb;
	display[0] = sec_c_lsb;
	if(SW1) begin
		display[5] = hrs_a_msb;  
		display[4] = hrs_a_lsb;
		display[3] = min_a_msb;
		display[2] = min_a_lsb;
		display[1] = 8'b0;
		display[0] = 8'b0;
	end
	else begin
		display[5] = hrs_c_msb;
		display[4] = hrs_c_lsb;
		display[3] = min_c_msb;
		display[2] = min_c_lsb;
		display[1] = sec_c_msb;
		display[0] = sec_c_lsb;
	end
	LED7 = 1'b0;
	if(alarm == 1'b1)
		LED7 = 1'b1;
end
always_comb begin
	clk_ = clk;  
	clk_2Hz = clk_2Hz_;
	s0 = SW0;
	s1 = 1'b0;
	s2 = 1'b0;
	button0 = 1'b0;
	s3 = SW3;
	s4 = SW4;
	s5 = SW5;
	sec_c = sec;
	min_c = min;
	hrs_c = hrs;
	sec_a = sec_alarm;
	min_a = min_alarm;
	hrs_a = hrs_alarm;
	if (KEY0 == 1'b0) begin
		button0 = 1'b1;
	end
	if((KEY1==1'b0) & (SW1 == 1'b1)) begin  
		s1 = 1'b1;
	end
	if((KEY1==1'b0) & (SW2 == 1'b1)) begin   
		s2 = 1'b1;
	end
	if((SW1 == 1'b1) | (SW2 == 1'b1)) begin  
		s5 = 1'b0;
	end
end
always_comb begin
	LED0 = 1'b0;  
	LED1 = 1'b0;
	LED2 = 1'b0;
	LED3 = 1'b0;
	LED4 = 1'b0;
	LED5 = 1'b0;
	if(SW0)
		LED0 = 1'b1;
	else
		LED0 = 1'b0;
	if(SW1)
		LED1 = 1'b1;
	else
		LED1 = 1'b0;
	if(SW2)
		LED2 = 1'b1;
	else
		LED2 = 1'b0;
	if(SW3)
		LED3 = 1'b1;
	else
		LED3 = 1'b0;
	if(SW4)
		LED4 = 1'b1;
	else
		LED4 = 1'b0;
	if(SW5)
		LED5 = 1'b1;
	else
		LED5 = 1'b0;
end
endmodule
module ASCII_D(input [7:0] Decimal, output reg [6:0] HexSeg);
	always @ (*) begin
		HexSeg = 7'd0;
		case(Decimal)
			8'h0 : HexSeg = 7'b1000000;
			8'h1 : HexSeg = 7'b1111001;
			8'h2 : HexSeg = 7'b0100100;  
			8'h3 : HexSeg = 7'b0110000;  
			8'h4 : HexSeg = 7'b0011001;  
			8'h5 : HexSeg = 7'b0010010;  
			8'h6 : HexSeg = 7'b0000010;  
			8'h7 : HexSeg = 7'b1111000;  
			8'h8 : HexSeg = 7'b0000000;  
			8'h9 : HexSeg = 7'b0010000;  
		endcase
	end
endmodule
</file>
<file path="design/flow/config.mk">
export PLATFORM = sky130hd
export DESIGN_NAME = alarm_clock_pv
export DESIGN_NICKNAME = alarm_clock_pv
export VERILOG_FILES = /design/flow/design.v
export SDC_FILE = /design/flow/constraint.sdc
export NUM_CORES = 4
export LEC_CHECK = 1
export CORE_UTILIZATION = 40
</file>
<file path="design/flow/constraint.sdc">
current_design alarm_clock_pv

set clk_period 5.7
set clk_io_pct 0.2

create_clock -name clk0 -period $clk_period [get_ports {clk}]

set non_clock_inputs [all_inputs -no_clocks]
set_input_delay [expr $clk_period * $clk_io_pct] -clock clk0 $non_clock_inputs
set_output_delay [expr $clk_period * $clk_io_pct] -clock clk0 [all_outputs]
</file>
==> run summary <==
Notes on the flow outputs.

- Per the synthesis report, the adder-cell share of the synthesized area is 12.9%.
- The yosys synthesis warning count is 10.
- The CTS buffer count reads 3.
- The area fraction in xor and xnor cells reads slightly above 7%.
- The class of the most critical setup path is input pin to primary output.
- The worst relative slew slack reads a little under two fifths.
- The count of final hold-check violations is 0.
- Of all nets on the critical path, the largest fanout is roughly 42.
- In the post-route report, total wirelength is listed as around 16000 um.
- The all-layer global routing usage is roughly 15%.
- The total internal power is about 0.38 mW.
- The post-synthesis compound-gate area fraction reads 15.0%.
- The number of synthesized register bits reads 127.
- The minimum clock period after layout is about 3.4 ns.
- The dominant synthesized flop cell is dfrtp_1.
- The chip area is around 22000 um2.
- The initial antenna violation count is 0.
- By area, the combinational part of the netlist is dominated by simple AND/OR/NAND/NOR gates.
- After clock tree synthesis, the repair step resized 0 gates.
- Sequential cells were found to cover approximately a third of the synthesized design area.
- Setup repair after global routing left no endpoint under its margin.
- The number of distinct library cell variants in the gate-level netlist after synthesis reads around 77.
- The most frequently placed logic cell in the final layout is nor2_1.
- TritonCTS built the clock tree.
- The setup clock skew after layout is between 0.003 and 0.004 ns.
- Of the total synthesized cell area, the portion taken by AND, OR, NAND and NOR gates is between 20% and 30%.
- The max-slew violation count reads 0.
- The effective utilization at floorplan is approximately two fifths.
- The transition time at the pin with the least slew margin reads around 0.90 ns.
- The number of buffers inserted for hold repair after clock tree synthesis is 0.
- The area inside the core boundary reads roughly 20000 um2.
- In the routed netlist, the antenna diode instances number 0.
- The number of buffers between clock root and the deepest sink reads 2.
- The register clock-pin slew on the reported worst setup and hold paths is about 0.06 ns.
- The setup check on the worst reg-to-reg path leaves a slack of between 3 and 4 ns.
- In this run the clock root is driven by a clkbuf_16.
- The number of fill cells in the layout is 1978.
- Per the detail_route report, vias per standard cell equal 5.06.
- The peak supply drop is about 0.085 mV.
- The power per standard cell area reads approximately 56 nW/um2.
- The detailed-route DRC error count is 0.
- The final-layout setup total negative slack is 0 ns.
- The critical path's largest stage delay is roughly 0.58 ns.
- The count of routing violations after the opening detailed-route iteration is about 220.
- For this run, the final setup violation count is recorded as 0.
- Traced cell by cell, the critical path runs through buf_2 > buf_4 > clkdlybuf4s50_1.
- The HPWL after detailed placement is between 10000 and 15000 um.
- The worst-path cell with the longest stage delay is clkdlybuf4s50_1.
- The via count of the first global-routing pass is roughly 5800.
- Clock latency on the worst-skew pair, taken at its later pin, is roughly 0.25 ns.
- The mean post-synth cell area is 8.74 um2.
- The routability congestion estimate is just under 0.9.
- For the worst setup path, the data required time is about 4.6 ns.
- The share of final-layout standard cells stronger than drive strength 1 is 4.30%.
- The via count is roughly 6400.
- In this run the post-CTS setup repair buffer count came out at 0.
- The share of the clock period used by the worst path after layout is 60.2%.
- The pin count of the biggest net entering global routing reads around 63.
- In this run the number of H-tree levels came out at 1.
- The overflow left after global routing is 0.
- The die height reads about 150 um.
- The count of maximum capacitance violations is 0.
- The category of the worst setup path launch point reads an input pin.
- The post-route utilization of the core is recorded as around 46%.
- The sequential cell fraction of total power is roughly a third.
- The arrival time at the worst endpoint is approximately 2.3 ns.
- The horizontal die dimension reported for this design is roughly 150 um.
- In the synthesized netlist the async set-or-reset flop fraction comes to a little over half.
- The area added between synthesis and finish reads 10.6%.
- The cell count after placement is approximately 1300.
- The script extracted a net switching power of around 0.14 mW.
- The highest clock frequency the design can meet is 291 MHz.
- The capturing element type of the critical path is a primary output.
- The number of register pins that no clock reaches is between 100 and 150.
- The number of instances in the synthesized netlist reads 962.
- The multiplexer area fraction after synthesis is 4.23%.
- approximately 150 endpoints have no timing constraint.
- The leakage power is 4.21 nW.
- The first-pass iteration count of the detailed router is 4.
- The run finished with clean final reports.
- The number of cells in the finished layout apart from fillers reads 1270.
- The clock share of power reads between 30 and 40%.
- Input and output buffers added on the ports amount to ~57.
- TritonRoute output was used to compute an average wire per cell of around 12 um.
- Pin placement for this block handled 58 I/O pins.
- The summed standard-cell area reported by yosys reads between 8000 and 9000 um2.
- In the layout the commonest cells are nor2_1, nand2_1, ha_1.
- The number of nets with antenna violations after detailed routing is 0.
- The number of logged tool warnings reads between 50 and 60.
- Row generation in the floorplan step produced 52 rows.
- The number of synthesized flops with an enable pin reads 0.
- The post-synthesis instance area reads 8410 um2.
- In this run switching power makes up around 27% of total power.
- The wire length of the first global-routing pass reads 27100 um.
- The count of instantiated cells in the yosys netlist reads ~960.
- The type of the worst min-delay path reads flop to flop.
- The part of the total power dissipated in combinational logic is between 20% and 30%.
cell families after synthesis:
family                     count (synthesis)
AOI/OAI and AO/OA                        197
xor gates and xnor gates                  69
adders and majority gates                 83
buffers and inverters                     83
DFF                                      127
muxes                                     31
and+or+nand+nor                          372
stage by stage:
step	worst slack [ns]	power [mW]	area (um2)	hold slack, ns
after global placement	2.25	0.328	9200	0.449
after detailed placement	2.25	0.328	9200	0.454
final	2.27	0.518	9300	0.462
after CTS	2.25	0.525	9300	0.463
after global routing	2.19	0.551	9300	0.472
after floorplan	3.12	0.295	8410	0.435
per-layer routing:
metal  wire, um  global-route usage (%)
met1       8160                    24.7
met2       6940                    24.3
met3        434                   0.602
met4         29                   0.515
met5          0                       0
synth_stat cells, types with 16 or more instances:
cell type / count / area (um2)
nand2b_1: 20 / 125
mux2i_1: 24 / 240
nand2_1: 84 / 315
nor2_1: 99 / 372
nor3_1: 16 / 80.1
dfxtp_1: 58 / 1160
and2_1: 37 / 231
a21oi_1: 54 / 270
and3_1: 16 / 100
o21ai_0: 56 / 280
nand3_1: 27 / 135
inv_1: 43 / 161
xnor2_1: 44 / 385
ha_1: 77 / 963
dfrtp_1: 69 / 1730
xor2_1: 25 / 219
nor2b_1: 29 / 181
power groups by stage:
stage	Clock [mW]	Combinational (mW)	Sequential, mW
6_report	0.195	0.140	0.183
5_1_grt	0.205	0.164	0.183
4_1_cts	0.199	0.143	0.183
path summary, 6_finish.rpt:
kind                        startpoint           to  depth (start not counted)
max reg2reg                p1.count[8]  p1.count[5]                          9
max in group asynchronous         KEY1    p1.clkout                          3
min in group asynchronous          SW1  p1.count[2]                          4
min                          p1.clkout    p1.clkout                          1
max                                SW1         LED1                          3
min reg2reg                  p1.clkout    p1.clkout                          1
area by class of cell:
cell class              instances  area [um2]  area share, %
inverters                      50         188           2.02
multi-input cells             752        5140           55.3
clock buffers                   3        75.1          0.807
clock inverters                 1        30.0          0.323
flip-flops and latches        127        2890           31.1
well taps                     270         338           3.63
repair buffers                 67         641           6.89
critical path, delay by kind of cell:
family / cells / cell delay (ns)
buffers and inverters: 3 / 1.15
Power figures rest on the tool's default switching activity, not on a simulated workload.
